**flow/run.sh**
```bash
#!/bin/bash
# OpenROAD 26Q1-2900-gdf79404cd8, Yosys 0.63+post, stock flow scripts
make -C /OpenROAD-flow-scripts/flow DESIGN_CONFIG=/design/flow/config.mk WORK_HOME=/design/flow/orfs finish
```
**flow/design.v**
```verilog
module apb_ram #(
  parameter                 AWIDTH = 10,        
  parameter    [2:0]        DSIZE  = 2,         
  parameter                 IBIN   = "",        
  parameter                 IHEX   = "" ,       
  parameter                 DBYTES = 1<<DSIZE,  
  parameter                 DWIDTH = DBYTES*8   
) (
  input                     pclk,
  input                     presetn,
  input                     psel,
  input                     penable,
  input        [2:0]        pprot,
  input                     pwrite,
  input        [AWIDTH-1:0] paddr,
  input        [DBYTES-1:0] pstrb,
  input        [DWIDTH-1:0] pwdata,
  output logic [DWIDTH-1:0] prdata,
  output                    pready,
  output                    pslverr
);
  localparam MEM_AWIDTH = AWIDTH - DSIZE;
  localparam MEM_DEPTH  = 1 << MEM_AWIDTH;
  (* ram_decomp = "power" *) logic [DWIDTH-1:0] mem [0:MEM_DEPTH-1];
  logic [MEM_AWIDTH-1:0] mem_addr;
  initial begin
    integer i;
    if (IBIN != "")
      $readmemb(IBIN, mem);
    else if (IHEX != "")
      $readmemh(IHEX, mem);
    else
      for (i=0; i<MEM_DEPTH; i++) mem[i] = 0;
  end
  assign mem_addr = paddr >> DSIZE;
  always @(posedge pclk) begin
    integer i;
    if (psel & penable & pwrite) begin
      for (i=0; i<DBYTES; i++) begin
        if (pstrb[i]) begin
          mem[mem_addr][i*8+:8] <= pwdata[i*8+:8];
        end
      end
    end
  end
  always @(posedge pclk) begin
    if (psel & !penable & !pwrite) begin
      prdata <= mem[mem_addr];
    end
  end
  assign pready  = '1;
  assign pslverr = '0;
endmodule
module ahb_ram #(
  parameter                 AWIDTH = 10,        
  parameter    [2:0]        DSIZE  = 2,         
  parameter                 IBIN   = "",        
  parameter                 IHEX   = "" ,       
  parameter                 DBYTES = 1<<DSIZE,  
  parameter                 DWIDTH = DBYTES*8   
) (
  input                     hclk,
  input                     hresetn,
  input                     hsel,
  input                     hready,
  input        [1:0]        htrans,
  input        [3:0]        hprot,
  input        [2:0]        hburst,
  input        [2:0]        hsize,
  input                     hmastlock,
  input                     hwrite,
  input        [AWIDTH-1:0] haddr,
  input        [DWIDTH-1:0] hwdata,
  output logic [DWIDTH-1:0] hrdata,
  output                    hreadyout,
  output                    hresp
);
  localparam MEM_AWIDTH = AWIDTH - DSIZE;
  localparam MEM_DEPTH  = 1 << MEM_AWIDTH;
  (* ram_decomp = "power" *) logic [DWIDTH-1:0] mem [0:MEM_DEPTH-1];
  logic                  selected;
  logic [AWIDTH-1:0]     wr_addr;
  logic [MEM_AWIDTH-1:0] mem_wr_addr;
  logic [MEM_AWIDTH-1:0] mem_rd_addr;
  initial begin
    integer i;
    if (IBIN != "")
      $readmemb(IBIN, mem);
    else if (IHEX != "")
      $readmemh(IHEX, mem);
    else
      for (i=0; i<MEM_DEPTH; i++) mem[i] = 0;
  end
  assign mem_wr_addr = wr_addr >> DSIZE;
  assign mem_rd_addr = haddr >> DSIZE;
  always @(posedge hclk) begin
    selected <= hsel & htrans[1] & hwrite;
    wr_addr <= haddr;
    if (selected) begin
      mem[mem_wr_addr] <= hwdata;
    end
  end
  always @(posedge hclk) begin
    if (hsel & htrans[1] & !hwrite) begin
      hrdata <= mem[mem_rd_addr];
    end
  end
  assign hreadyout = '1;
  assign hresp     = '0;
endmodule
module axi_ram #(
  parameter                 IWIDTH = 4,         
  parameter                 AWIDTH = 10,        
  parameter    [2:0]        DSIZE  = 2,         
  parameter                 IBIN   = "",        
  parameter                 IHEX   = "" ,       
  parameter                 DBYTES = 1<<DSIZE,  
  parameter                 DWIDTH = DBYTES*8   
) (
  input                     aclk,
  input                     aresetn,
  input        [IWIDTH-1:0] awid,
  input        [AWIDTH-1:0] awaddr,
  input        [7:0]        awlen,
  input        [2:0]        awsize,
  input        [1:0]        awburst,
  input                     awlock,
  input        [3:0]        awcache,
  input        [2:0]        awprot,
  input                     awvalid,
  output logic              awready,
  input        [DWIDTH-1:0] wdata,
  input        [DBYTES-1:0] wstrb,
  input                     wlast,
  input                     wvalid,
  output logic              wready,
  output logic [IWIDTH-1:0] bid,
  output       [1:0]        bresp,
  output logic              bvalid,
  input                     bready,
  input        [IWIDTH-1:0] arid,
  input        [AWIDTH-1:0] araddr,
  input        [7:0]        arlen,
  input        [2:0]        arsize,
  input        [1:0]        arburst,
  input                     arlock,
  input        [3:0]        arcache,
  input        [2:0]        arprot,
  input                     arvalid,
  output logic              arready,
  output logic [IWIDTH-1:0] rid,
  output logic [DWIDTH-1:0] rdata,
  output       [1:0]        rresp,
  output                    rlast,
  output logic              rvalid,
  input                     rready
);
  localparam MEM_AWIDTH = AWIDTH - DSIZE;
  localparam MEM_DEPTH  = 1 << MEM_AWIDTH;
  (* ram_decomp = "power" *) logic [DWIDTH-1:0] mem [0:MEM_DEPTH-1];
  logic [AWIDTH-1:0]     wr_addr;
  logic [7:0]            wr_len;
  logic [2:0]            wr_size;
  logic [1:0]            wr_burst;
  logic [AWIDTH-1:0]     rd_addr;
  logic [7:0]            rd_len;
  logic [2:0]            rd_size;
  logic [1:0]            rd_burst;
  initial begin
    integer i;
    if (IBIN != "")
      $readmemb(IBIN, mem);
    else if (IHEX != "")
      $readmemh(IHEX, mem);
    else
      for (i=0; i<MEM_DEPTH; i++) mem[i] = 0;
  end
  always @(posedge aclk) begin
    integer i;
    if (wvalid & wready) begin
      for (i=0; i<DBYTES; i++) begin
        if (wstrb[i]) begin
          mem[wr_addr>>DSIZE][8*i+:8] <= wdata[8*i+:8];
        end
      end
    end
  end
  always @(posedge aclk) begin
    rdata <= mem[rd_addr>>DSIZE];
  end
  always @(posedge aclk, negedge aresetn) begin
    if (!aresetn) begin
      awready <= '1;
      wready  <= '0;
      bvalid  <= '0;
    end else begin
      if (awready) begin
        if (awvalid) begin
          bid      <= awid;
          wr_addr  <= awaddr;
          wr_len   <= awlen;
          wr_size  <= awsize;
          wr_burst <= awburst;
          awready  <= '0;
          wready   <= '1;
        end
      end else begin
        if (!bvalid) begin
          if (wvalid) begin
            if (wlast) begin
              wready  <= '0;
              bvalid  <= '1;
            end else begin
              wr_addr <= wr_addr + (1 << wr_size);
              wr_len <= wr_len - 1;
            end
          end
        end else begin
          awready <= '1;
          bvalid  <= '0;
        end
      end
    end
  end
  assign bresp = '0;
  always @(posedge aclk, negedge aresetn) begin
    if (!aresetn) begin
      arready <= '1;
      rvalid  <= '0;
    end else begin
      if (arready) begin
        if (arvalid) begin
          rid      <= arid;
          rd_addr  <= araddr;
          rd_len   <= arlen;
          rd_size  <= arsize;
          rd_burst <= arburst;
          arready  <= '0;
        end
      end else begin
        rvalid <= '1;
        if (rvalid & rready) begin
          rvalid <= '0;
          if (rlast) begin
            arready <= '1;
          end else begin
            rd_addr <= rd_addr + (1 << rd_size);
            rd_len  <= rd_len - 1;
          end
        end
      end
    end
  end
  assign rresp = '0;
  assign rlast = (rd_len == '0);
endmodule
```
**flow/constraint.sdc**
```tcl
current_design ahb_ram

set clk_period 39.2
set clk_io_pct 0.2

create_clock -name clk0 -period $clk_period [get_ports {hclk}]

set non_clock_inputs [all_inputs -no_clocks]
set_input_delay [expr $clk_period * $clk_io_pct] -clock clk0 $non_clock_inputs
set_output_delay [expr $clk_period * $clk_io_pct] -clock clk0 [all_outputs]
```
**flow/config.mk**
```make
export PLATFORM = sky130hd
export DESIGN_NAME = ahb_ram
export DESIGN_NICKNAME = ahb_ram
export VERILOG_FILES = /design/flow/design.v
export SDC_FILE = /design/flow/constraint.sdc
export NUM_CORES = 4
export LEC_CHECK = 1
export CORE_UTILIZATION = 50
export SYNTH_MEMORY_MAX_BITS = 65536
```
==> flow_summary.json <==
{
  "post_cts_buffers": 0,
  "h-tree-depth": 6,
  "drc_errors": 0,
  "hold_buffers": 0,
  "critPathLaunchType": "primary input",
  "fin_crit_ns": 14.49,
  "grt_pass1_wl_um": 1290000,
  "yosysSeqAreaShare": 0.784,
  "whs_ns": 1.06,
  "ys.flops": 8233,
  "async_reset_ff_frac": 0,
  "clk_pin_slew_worst_paths_ns": 0.07,
  "root_buffer": "clkbuf_16",
  "crit_arrival_ns": 15.46,
  "crit_type": "in -> reg",
  "path_common_cell": "buf_4",
  "detail_route.wl_per_cell_um": 37.5,
  "antenna_found_initial": 48,
  "final_util": 0.567,
  "routed_via_density": 6.30,
  "netlist_instances": 14683,
  "critPathBufInv": 8,
  "peakVddDrop_v": 0.0000530,
  "critical_path.slowest_cell": "a311oi_1",
  "dpl.hpwl_um": 552000,
  "maxCapViolCount": 0,
  "yosysWarnings": 1,
  "synth-edff-count": 8224,
  "grt_pass1_vias": 166701,
  "fp.dieW_um": 796,
  "slowest_delay_ns": 0.86,
  "ff_type": "edfxtp_1",
  "setup_viol": 0,
  "critical_path_required_ns": 40.17,
  "cts.sinks": 8233,
  "num_io_pins": 94,
  "final.period_utilization": 0.370,
  "power.density_nw_per_um2": 50.4,
  "gr-total-overflow": 0,
  "cp_cell_sequence": "buf_16 -> buf_4 -> buf_4 -> buf_4 -> buf_4 -> buf_4 -> buf_4 -> mux2i_1 -> o221ai_1 -> a21oi_1 -> a311oi_1 -> buf_4 -> nand4_1 -> nor4_1",
  "fp-utilization": 0.502,
  "gp_congestion": 0.982,
  "cts_tree": "done",
  "row_count": 291,
  "die_h_um": 796,
  "ctsResizeCount": 0,
  "vias": 155577,
  "path_delay_family": "buffers and inverters",
  "coreArea_um2": 628000,
  "syn_area_um2": 315000,
  "track_usage": 0.333,
  "tool_warnings": 46,
  "leakagePower_uw": 0.112,
  "seqCellArea_um2": 247000,
  "clk_latency_ns": 1.19,
  "avgSynthCellArea_um2": 21.5,
  "setup.worst_path.end_class": "register",
  "hold_viol_final": 0,
  "synth_cell_types": 73,
  "drt-pass1-iter-count": 5,
  "slew-limit-headroom": 0.118,
  "tightest_slew_ns": 1.29,
  "worstPathMaxFanout": 66,
  "lay_top_count": "edfxtp_1",
  "ant_nets": 0,
  "logic_area_um2": 65300,
  "clockBufferDepth": 4,
  "fin_setup_tns_ns": 0,
  "max_freq_mhz": 69.0,
  "place_ws_ns": 23.66,
  "yosys_area_um2": 315000,
  "numCtsBuffers": 810,
  "setup_ws_ns": 24.71,
  "outcome": "finished clean",
  "syn2layout_area_growth_pct": 13.0,
  "timing_max_transition_violations_final": 0,
  "power_uw": 18000,
  "drive_above_1_share": 0.240,
  "dieArea_um2": 634000,
  "ys_cells": 14683,
  "grt_setup_unrepaired": "no",
  "fill_cells": 45176,
  "drt-total-wl_um": 927000,
  "numPortBuffers": 75,
  "min_path_type": "reg -> reg",
  "grt_max_degree": 105,
  "skew_ns": 0.0522,
  "layout_top_cells": "edfxtp_1 (8,224), mux4_2 (1,467), mux2i_1 (1,218)",
  "drt-initial-drc-count": 10707
}
-- path summary, 6_finish.rpt --
check	cells after the start	start	slack [ns]	to
setup / recovery	14	haddr[2]	24.71	hrdata[23]
hold / removal	4	mem[88][19]	1.06	hrdata[19]
hold reg to reg	4	mem[88][19]	1.06	hrdata[19]
setup reg to reg	5	wr_addr[5]	35.22	mem[219][8]
-- stage by stage --
stage          instance area (um2)  std cells
4_1_cts                     356000      24640
3_3_place_gp                331000      23158
6_report                    356000      24686
3_5_place_dp                331000      23158
5_1_grt                     356000      24668
2_1_floorplan               315000      14683
-- synthesized netlist by cell type, types with 4 or more instances --
master	n	share of area
edfxtp_1	8224	0.78
mux4_2	1467	0.10
mux2i_1	1218	0.039
nor2_1	445	0.0053
clkbuf_1	365	0.0043
o22ai_1	335	0.0066
a22oi_1	293	0.0070
buf_2	224	0.0036
nand2_1	205	0.0024
nor3_1	196	0.0031
a21oi_1	189	0.0030
nor4_1	174	0.0035
o221ai_1	165	0.0046
a221oi_1	127	0.0035
o21ai_0	121	0.0019
buf_4	100	0.0024
o211ai_1	99	0.0024
buf_6	92	0.0033
nand4_1	78	0.0015
nand3_1	71	0.0011
a211oi_1	70	0.0017
buf_1	65	0.00077
a22o_1	44	0.0012
buf_8	31	0.0015
mux2_2	31	0.0011
a211o_1	27	0.00075
a311oi_1	24	0.00067
and3_1	24	0.00048
a2111oi_0	16	0.00044
o32ai_1	16	0.00044
or3_1	15	0.00030
nor2b_1	14	0.00028
nand2b_1	12	0.00024
buf_12	10	0.00064
dfxtp_1	9	0.00057
o2111ai_1	8	0.00022
nand4b_1	6	0.00017
clkbuf_4	5	0.00012
nor4_2	5	0.00020
o32a_1	5	0.00016
or2_2	5	0.000099
and4b_1	4	0.00013
nor4bb_1	4	0.00013
o21ai_1	4	0.000064
-- where the power goes --
group          total, uW  switching (uW)  internal, uW
Combinational        861             593           268
Sequential          9690            4.08          9690
Clock               7410            3260          4140
-- metal layers --
metal,share of wire,GRT usage,vias up
met5,0.0050,0.0706,-
met4,0.051,0.122,92
met3,0.20,0.284,1678
met2,0.45,0.451,10980
met1,0.29,0.400,78475
li1,-,-,64352
-- registers in the layout (all words and copies together) (netlist names) --
signal / count
wr_addr: 8
selected: 1
mem: 8192
hrdata: 32
-- worst register-to-register path, cell delays in order, from the launching register on --
cell and delay (ns):
dfxtp_1 0.48, nor2b_1 0.72, nand4_1 0.57, buf_4 0.53, nor2_4 0.77, buf_4 0.55
-- layout make-up --
class / instances / area share
diodes: 46 / 0.000323
clock buffers: 1052 / 0.0603
clock inverters: 430 / 0.00987
inverters: 4 / 0.0000878
multi-input cells: 5554 / 0.183
flip-flops and latches: 8233 / 0.694
well taps: 8350 / 0.0293
repair buffers: 1017 / 0.0230
-- kinds of logic after synthesis --
group                  Yosys count  synth area share
flip-flops                    8233             0.784
multiplexers                  2716             0.145
AND-OR/OR-AND                 1559            0.0351
AND/OR/NAND/NOR               1277            0.0195
buffers and inverters          896            0.0166
other                            2         0.0000238
Power figures rest on the tool's default switching activity, not on a simulated workload.
